<file path="./design.v">
module PC (
    input wire CLK, CLRBAR,
    input wire [15:0] D,
    output reg [15:0] Q);
    always @(posedge CLK, negedge CLRBAR)
        if (~CLRBAR)
            Q <= 16'h0000;
        else
            Q <= D;
endmodule
</file>
<file path="./run.sh">
#!/bin/bash
# OpenROAD 26Q1-2900-gdf79404cd8, Yosys 0.63+post, stock flow scripts
make -C /OpenROAD-flow-scripts/flow DESIGN_CONFIG=/design/flow/config.mk WORK_HOME=/design/flow/orfs finish
</file>
<file path="./config.mk">
export PLATFORM = sky130hd
export DESIGN_NAME = PC
export DESIGN_NICKNAME = PC
export VERILOG_FILES = /design/flow/design.v
export SDC_FILE = /design/flow/constraint.sdc
export NUM_CORES = 4
export LEC_CHECK = 1
export CORE_AREA = 10 10 70 70
export DIE_AREA = 0 0 80 80
</file>
<file path="./constraint.sdc">
current_design PC

set clk_period 1.0
set clk_io_pct 0.2

create_clock -name clk0 -period $clk_period [get_ports {CLK}]

set non_clock_inputs [all_inputs -no_clocks]
set_input_delay [expr $clk_period * $clk_io_pct] -clock clk0 $non_clock_inputs
set_output_delay [expr $clk_period * $clk_io_pct] -clock clk0 [all_outputs]
</file>
==> results.sh <==
# source this file to load flow results
export IMPL_status="completed"
export IMPL_maxCapViolations=0
export IMPL_grtUsageTotal_pct=3.71
export IMPL_cts_max_level=1
export IMPL_tightest_slew_ns=0.122
export IMPL_grt_ovfl_total=0
export IMPL_port_buffers=33
export IMPL_mostFrequentLayoutCells="clkdlybuf4s50_1 (17), dfrtp_1 (16), buf_2 (16)"
export IMPL_wl_um=1220
export IMPL_crit_path_start="Q[13]"
export IMPL_dieHeight_um=80
export IMPL_slew_violations=0
export IMPL_drtIter0Drc=4
export IMPL_crit_path_end="Q[13]"
export IMPL_logic_area_um2=0
export IMPL_critPathCaptureType="output port"
export IMPL_hold_viol=0
export IMPL_cp_data_arrival_time_ns=0.74
export IMPL_dieWidth_um=80
export IMPL_power_density_nw_per_um2=1460
export IMPL_gp_congestion=0.635
export IMPL_syn_instance_count=16
export IMPL_whs_ns=0.268
export IMPL_area_growth_pct=87.5
export IMPL_viasPerCell=2.56
export IMPL_synth_cell_type_count=1
export IMPL_critPathMaxStageDelay_ns=0.37
export IMPL_via_count=253
export IMPL_setup_violations=0
export IMPL_tns_ns=0
export IMPL_ys_seq_share_pct=100
export IMPL_cts_buffer_depth=2
export IMPL_syn_cell_area_um2=400
export IMPL_max_freq_ghz=1.06
export IMPL_fp_util_pct=11.7
export IMPL_grt_max_degree=17
export IMPL_combPwrFrac_pct=10.5
export IMPL_antenna_found_initial=0
export IMPL_top_register="Q"
export IMPL_p_int_w=0.000903
export IMPL_rsz0062_at_grt="no"
export IMPL_compound_area_share_pct=0
export IMPL_finalClockPeriodUsage_pct=94.4
export IMPL_cp_top_family="flip-flops"
export IMPL_cp_buffers_inverters=1
export IMPL_crit_required_ns=0.80
export IMPL_clkPwrFrac_pct=26.9
export IMPL_xor_share_pct=0
export IMPL_critical_path_slowest_cell="dfrtp_1"
export IMPL_wire_per_inst_um=12.3
export IMPL_power_frac_seq_pct=62.6
export IMPL_cts_tree="yes"
export IMPL_ioPinCount=34
export IMPL_utilization_pct=22.0
export IMPL_cts_clk_slew_worst_paths_ns=0.07
export IMPL_switching_share_pct=17.5
export IMPL_chipArea_um2=6400
export IMPL_path_max_fanout=1
export IMPL_cts_buffers=3
export IMPL_yosys_cells=16
export IMPL_slew_headroom_pct=91.8
export IMPL_rows=21
export IMPL_lay_top_count="clkdlybuf4s50_1"
export IMPL_tool_warnings=25
export IMPL_reg_top3="Q x16"
export IMPL_yosysChipArea_um2=400
export IMPL_largest_register_ffs=16
export IMPL_ys_sh_simple_pct=0
export IMPL_cts_root_buf="clkbuf_4"
export IMPL_core_area_um2=3420
export IMPL_postRouteAntennaNets=0
export IMPL_drive_gt1_share_pct=37.7
export IMPL_ir_drop_uv=517
export IMPL_syn_area_per_cell_um2=25.0
export IMPL_cp_start_kind="register"
export IMPL_dr_pass1_iters=2
export IMPL_cts_setup_buffers=0
export IMPL_path_class="reg -> out"
export IMPL_cp_depth=1
export IMPL_yosys_area_share_adder_pct=0
export IMPL_grt_pass1_vias=317
export IMPL_grt_pass1_wl_um=1660
export IMPL_drcViolationCount=0
export IMPL_ys_flops=16
export IMPL_nMultiInputCombCells=0
export IMPL_ys_warn_count=1
export IMPL_min_period_ns=0.944
export IMPL_cp_cell_sequence="buf_2"
export IMPL_antennaDiodeCount=0
export IMPL_cts_num_sinks=16
export IMPL_cts_hold_buf=0
export IMPL_cellLeakagePower_nw=0.339
export IMPL_p_sw_w=0.000191
export IMPL_hp_class="in -> async"
export IMPL_ys_sh_mux_pct=0
==> area by class of cell <==
type,instances,area [um^2]
Timing Repair Buffer,34,270
Fill cell,377,2670
Sequential cell,16,400
Tap cell,46,57.6
Clock buffer,3,22.5
==> synth_stat cells <==
cell	n	area, um^2
dfrtp_1	16	400
==> worst min path at each step <==
stage | startpoint | endpoint | slack (ns) | depth (start not counted)
CTS | CLRBAR | Q[6] | 0.26 | 2
finish | CLRBAR | Q[0] | 0.27 | 2
global route | CLRBAR | Q[12] | 0.28 | 2
==> per-layer routing <==
metal  routed length (um)  part of all wire [%]  GRT usage [%]  vias to the layer above
met5                    0                     0              0                        -
met4                    0                     0              0                        0
met3                  224                    18           3.98                        0
met2                  639                    53           6.90                       18
met1                  351                    29           2.56                      112
li1                     -                     -              -                      123
==> power by group through the flow <==
stage / registers, W / clock network (W) / logic (W)
6_report: 0.000685 / 0.000295 / 0.000115
5_1_grt: 0.000690 / 0.000338 / 0.000127
4_1_cts: 0.000686 / 0.000315 / 0.000120
==> through the flow <==
stage	power (W)	cell area [um^2]	instances	worst slack, ns
after CTS	0.00112	751	99	0.0305
final	0.00109	751	99	0.0565
after global routing	0.00115	751	99	0.00292
after floorplan	0.000691	400	16	0.488
after detailed placement	0.000852	808	96	0.00805
after global placement	0.000849	808	96	0.0136
==> kinds of logic after synthesis <==
kind of cell and count (synthesis):
DFF 16
==> timing repair <==
item / CTS / global route
endpoints found under the setup margin: 16 / 0
gates resized: 51 / 0
endpoints found under the hold margin: 0 / 0
Power is estimated from default activity; no workload was simulated.
