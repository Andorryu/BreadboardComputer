`constraint.sdc`:
```
current_design RF

set clk_period 6.7
set clk_io_pct 0.2

create_clock -name clk0 -period $clk_period [get_ports {CLK}]

set non_clock_inputs [all_inputs -no_clocks]
set_input_delay [expr $clk_period * $clk_io_pct] -clock clk0 $non_clock_inputs
set_output_delay [expr $clk_period * $clk_io_pct] -clock clk0 [all_outputs]
```
`design.v`:
```
module RF (
    input CLK,
    input RSTBAR,
    input WEBAR,
    input [3:0] RA1,
    input [3:0] RA2,
    input [3:0] WA,
    input [15:0] WD,
    output [15:0] RD1,
    output [15:0] RD2,
    output [15:0] DIS
);
    reg [15:0] regFile[15:1];
    assign DIS = regFile[15];
    assign RD1 = RA1 == 4'b0 ? 16'b0
                      : regFile[RA1];
    assign RD2 = RA2 == 4'b0 ? 16'b0
                      : regFile[RA2];
    always @(posedge CLK, negedge RSTBAR) begin
        if (!RSTBAR) begin
            regFile[14] <= 16'b0;
            regFile[15] <= 16'b0;
        end
        else if (CLK && !WEBAR && WA != 4'b0)
            regFile[WA] <= WD;
    end
endmodule
```
`config.mk`:
```
export PLATFORM = sky130hd
export DESIGN_NAME = RF
export DESIGN_NICKNAME = RF
export VERILOG_FILES = /design/flow/design.v
export SDC_FILE = /design/flow/constraint.sdc
export NUM_CORES = 4
export LEC_CHECK = 1
export CORE_UTILIZATION = 30
```
`run.sh`:
```
#!/bin/bash
# OpenROAD 26Q1-2900-gdf79404cd8, Yosys 0.63+post, stock flow scripts
make -C /OpenROAD-flow-scripts/flow DESIGN_CONFIG=/design/flow/config.mk WORK_HOME=/design/flow/orfs finish
```
==> impl_metrics.yaml <==
# yosys + openroad results
outcome:
  outcome: "complete, no violations"
logic_synthesis:
  yosys_warnings: 2
  synthTopCellsByArea: "edfxtp_1 51%, dfrtp_1 6.6%, mux2_2 3.7%"
  ys.flops: 240
  synth_cells: 967
  syn-cell-area_sq_mm: 0.0121
  async_flop_share: 0.133
  synth_chip_area_sq_mm: 0.0121
  edf_count: 208
  synth_stat.cells: 967
  synth_area_per_cell_sq_um: 12.5
  flop_cell: "edfxtp_1"
  synth_cell_type_count: 71
  ys_seq_share: 0.581
  yosysTopAreaCell: "edfxtp_1"
  synth_top_area_share: 0.515
final_layout:
  top_regs: "regFile: 240 flops"
  largest_reg_flops: 240
  drive_above_1_share: 0.212
  nFillCells: 3506
  area_growth_pct: 37.4
  final_cells: 1683
  final_area_sq_mm: 0.0167
  top_register: "regFile"
final_timing:
  fin_crit_sh: 0.917
  hold_viol_final: 0
  finalClockSkew_ps: 0
  fin_crit_ps: 6150
  slew_violations: 0
  setup_violations: 0
  slew_headroom: 0.0349
  rsz0062_at_grt: "no"
  finalSetupTns_ps: 0
  worst_pin_slew_ps: 1450
  fmax_mhz: 163
hold_path:
  hp-start: "regFile[14][11]"
  hp-class: "reg2reg"
power_and_ir_drop:
  pwr-share-comb: 0.130
  p_leak_nw: 5.89
  vdd_drop_max_uv: 198
  swShare: 0.263
  clockPowerShare: 0.459
  powerDensity_mw_per_mm2: 274
  p_switching_w: 0.00120
  p_seq_frac: 0.411
  p_int_w: 0.00337
  power_w: 0.00457
die:
  die_x_um: 203
  ioPinCount: 79
  dieArea_sq_mm: 0.0412
  fp_util: 0.305
  core_sq_mm: 0.0398
  rows: 73
  die-height_um: 203
clock_tree:
  clkSlewWorstSetupHoldPaths_ps: 60
  tritoncts: "done"
  cts_setup_buffers: 0
  postCtsHoldBufs: 0
  cts.repair.resized: 0
  insertion_delay_ps: 650
setup_path:
  r2r-start: "regFile[14][5]"
  cp_cell_sequence: "buf_2 > buf_4 > and2_0 > nand3_1 > o211ai_1 > nor3_1 > o32ai_1 > clkdlybuf4s50_1"
  critPathSlowestCell: "and2_0"
  startpoint: "RA1[0]"
  cp-start-kind: "input pin"
  worstSetupPathType: "in2out"
  required_ps: 5360
  critPathMaxStageDelay_ps: 1140
  path_max_fanout: 23
  crit_arrival_ps: 4810
  endpoint_kind: "output port"
route:
  first_iter_violations: 1673
  vias_per_cell: 6.66
  postRouteWirelength_mm: 62.1
  wl_per_cell_um: 36.9
  drcViolationCount: 0
  ant_nets: 0
  drt-pass1-iter-count: 10
  route.vias.total: 11200
job:
  drv_cap: 0
  warning_count: 60
place:
  dp_cells: 1530
  finalWeightedCongestion: 1.01
  dpl_cell_area_sq_mm: 0.0133
  dp_hpwl_mm: 31.0
  portBuffers: 78
global_route:
  grt_pass1_vias: 12800
  grt_pass1_wl_mm: 102
  grt_overflow_total: 0
  antenna_found_initial: 7
  grt_use_total: 0.384
  grt_max_degree: 49
## Yosys cell counts, drive strengths merged (4+ instances only)
library cell and n:
nor4 4, nand2b 10, dfrtp 32, a22oi 45
buf 60, a32oi 17, o221ai 6, and3 7
nor3 8, a222oi 10, inv 7, o21ai 22
o32ai 6, o221a 4, a22o 29, nor2 49
nor3b 6, o22a 4, nor2b 22, mux2i 39
o22ai 16, and2 10, o21a 4, mux2 55
edfxtp 208, a32o 12, o211ai 6, a31oi 23
a221oi 22, clkbuf 16, nand2 59, nand3 21
a21oi 78, o2bb2ai 4, a31o 4
## area by class of cell
class | instances | area, sq um | area share
diodes | 5 | 12.5 | 0.000751
multi-input cells | 644 | 4600 | 0.276
inverters | 7 | 26.3 | 0.00158
clock inverters | 28 | 602 | 0.0361
clock buffers | 119 | 2710 | 0.163
flip-flops and latches | 240 | 7050 | 0.423
repair buffers | 115 | 1020 | 0.0610
well taps | 525 | 657 | 0.0394
## placed cells by master (no fill, tap or decap), types with 16 or more instances in the layout
cell             Yosys  final
dfrtp_1             32     32
clkbuf_16            0    105
nand2_1             59     59
nor2b_1             21     20
mux2i_1             39     39
a22o_1              29     29
a31oi_1             23     23
edfxtp_1           208    208
bufinv_16            0     17
clkdlybuf4s50_1      0     69
nand3_1             21     21
buf_4               17     36
a221oi_1            21     21
a21oi_1             78     78
o22ai_1             16     16
mux2_2              40     40
a22oi_1             45     45
nor2_1              44     44
a32oi_1             17     17
## power by group through the flow
stage / combinational (W) / sequential (W) / clock (W)
after CTS: 0.000551 / 0.00188 / 0.00211
after global routing: 0.000629 / 0.00190 / 0.00218
final: 0.000595 / 0.00188 / 0.00210
## worst max-delay path: cells and delay by family
family          cells  cell delay, ps
simple gates        3            1430
buf+inv             3            1510
compound gates      2             480
## per-layer routing
layer / up-vias / share of wire / track usage
met3: 449 / 0.20 / 0.351
met4: 6 / 0.086 / 0.280
li1: 4222 / - / -
met1: 5207 / 0.32 / 0.392
met2: 1331 / 0.40 / 0.476
met5: - / 0.00077 / 0.118
## per-stage QoR
| stage | hold WS (ps) | util | worst slack, ps |
|---|---|---|---|
| after floorplan | 473 | - | 2420 |
| after global placement | 500 | 0.335 | 1220 |
| after detailed placement | 493 | 0.335 | 1270 |
| after CTS | 528 | 0.418 | 969 |
| after global routing | 564 | 0.418 | 551 |
| final | 520 | 0.419 | 555 |
## final timing paths
path                              endpoint  slack (ps)  depth (start not counted)
setup / recovery                    RD1[1]         550                          8
hold / removal             regFile[14][11]         520                          1
setup reg to reg            regFile[14][5]        5830                          1
hold reg to reg            regFile[14][11]         520                          1
max in group asynchronous  regFile[14][12]        5530                          2
min in group asynchronous   regFile[15][8]         760                          2
## logic make-up (layout without fill, tap and decap cells)
| group | Yosys count | count (layout) | synth area share |
|---|---|---|---|
| AND-OR/OR-AND | 335 | 335 | 0.200 |
| flip-flops | 240 | 240 | 0.581 |
| AND/OR/NAND/NOR | 212 | 212 | 0.0895 |
| multiplexers | 97 | 97 | 0.0888 |
| buffers and inverters | 83 | 269 | 0.0402 |
| other | 0 | 5 | 0 |
Power figures rest on the tool's default switching activity, not on a simulated workload.
